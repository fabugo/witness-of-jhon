===== flow/design.v =====
module Controle(clock, reset, instrucao, controlePC, Rom_sink_ren, Rom_sink_cen, BR_Sel_E_SA, BR_Sel_SB, BR_Hab_Escrita, MD_Hab_Escrita, EXconstante, EXcontrole, ULA_OP, Controle_Mux1, Controle_Mux2, botao, jump_ver_fal, controleMUX_PC, atualizaFlag, condicaoJump, controlePCcopia);
  input reset, clock, botao;
  input reg [15:0] instrucao;
  output reg [1:0] Controle_Mux2;
  output reg [2:0] EXcontrole, BR_Sel_E_SA, BR_Sel_SB;
  output reg [3:0] condicaoJump;
  output reg [4:0] atualizaFlag;
  output reg [7:0] ULA_OP;
  output reg [11:0] EXconstante;
  output logic controlePC, Rom_sink_ren, Rom_sink_cen, BR_Hab_Escrita, MD_Hab_Escrita, Controle_Mux1, jump_ver_fal, controleMUX_PC, controlePCcopia;
  reg [1:0] estado, prox_estado;
  reg [4:0] RegFlag_Controle;
  reg [7:0] auxULA_OP; 
  reg [15:0] BR_Entrada, Saida_ULA;
  logic primeiro_ciclo = 1'b1;
  initial begin
   estado = 2'b00; 
  end 
  always @(posedge clock) begin
    if(reset)
      estado<=2'b00;
    else
      estado <= prox_estado;
   end
  always @(estado)
  begin
    case(estado)
      2'b00:begin   
        atualizaFlag = 5'b11111;
		if(botao) begin
			prox_estado = 2'b01; 
			BR_Hab_Escrita = 1'b0;
			if(!primeiro_ciclo) begin
				Rom_sink_ren = 1'b1; 
				Rom_sink_cen = 1'b1;                                                                                      
				controlePC = 1'b1;	 		
			end
			primeiro_ciclo = 1'b0;
		end
      end
      2'b01:begin   
        prox_estado = 2'b10;                                                                                       
		controlePC = 1'b0; 	 
		Rom_sink_ren = 1'b0; 
		Rom_sink_cen = 1'b0;
		MD_Hab_Escrita = 1'b0;
		BR_Hab_Escrita = 1'b0; 
		controleMUX_PC = 1'b1;
		atualizaFlag = 5'b11111;
		if(instrucao[15:14] == 2'b10) begin 						 
		    BR_Sel_E_SA = instrucao[5:3];                                                                          
		    BR_Sel_SB = instrucao[2:0];
		end else if(instrucao[15:14] == 2'b01) begin                 
			EXconstante = instrucao[10:0];                                                                          
			EXcontrole = 3'b000;
		end else if(instrucao[15:14] == 2'b11) begin                 
            BR_Sel_E_SA = instrucao[13:11]; 		
			EXconstante = instrucao[7:0];
			if(instrucao[10] == 1'b0)                                                                              
				EXcontrole = 3'b001;                                                                               
			if(instrucao[10] == 1'b1)                                                                              
				EXcontrole = 3'b010;  
		end else if(instrucao[15:14] == 2'b00) begin                 
			if((instrucao[13:12] == 2'b00) | 
				(instrucao[13:12] == 2'b01)) begin                    
				EXconstante = instrucao[7:0];                                                                          
				EXcontrole = 3'b011;
			end if(instrucao[13:12] == 2'b10) begin                  
				EXconstante = instrucao[11:0];                                                                          
				EXcontrole = 3'b100;
			end if(instrucao[13:12] == 2'b11) begin     
				BR_Sel_SB = instrucao[2:0];                        
				if(instrucao[11] == 1'b0)                          
					controlePCcopia = 1'b1;    
			end
		end
      end
     2'b10:begin   
        prox_estado = 2'b11;
		Controle_Mux1 = 1'b1;       
		controlePCcopia = 1'b0;
		if((instrucao[15:14] == 2'b10)                            
			& (instrucao[10:6] != 5'b01010) 
			& (instrucao[10:6] != 5'b01011))
			atualizaFlag = instrucao[10:6];
		else
			atualizaFlag = 5'b11111;
		if(instrucao[15:14] == 2'b10) begin						 
			Controle_Mux1 = 1'b0; 
			if(instrucao[10:6] == 5'b01011) 
				MD_Hab_Escrita = 1'b1;
			else                                                                        
				auxULA_OP[4:0] = instrucao[10:6]; 
		end else if(instrucao[15:14] == 2'b00) begin
			if((instrucao[13:12] == 2'b00) | 
				(instrucao[13:12] == 2'b01)) begin                    
				controleMUX_PC = 1'b0;
				auxULA_OP[4:0] = 5'b00000;
				condicaoJump = instrucao[11:8]; 
				jump_ver_fal = instrucao[12];  
			end if(instrucao[13:12] == 2'b10) begin                  
				controleMUX_PC = 1'b0;
				auxULA_OP[4:0] = 5'b00000;
				condicaoJump = 4'b1100;
			end if(instrucao[13:12] == 2'b11) begin                 
				auxULA_OP[4:0] = 5'b10011;
				condicaoJump = 4'b1100;  
			end
		end	
		auxULA_OP[7:6] = instrucao[15:14];                                                                       
	   	auxULA_OP[5] = instrucao[10];
	    ULA_OP = auxULA_OP;
      end
      2'b11:begin  
        prox_estado = 2'b00;
		condicaoJump = 4'b1111;		
		Controle_Mux2 = 2'b00;		
		BR_Hab_Escrita = 1'b1;	
		MD_Hab_Escrita = 1'b0;
		BR_Sel_E_SA = instrucao[13:11];
		jump_ver_fal = 1'b0;
		atualizaFlag = 5'b11111;
		if(instrucao[15:11] == 5'b00110) 
			Controle_Mux2 = 2'b10;
		if((instrucao[15:14] == 2'b10) & (instrucao[10:6] == 5'b01010))    
		    Controle_Mux2 = 2'b01;
		if(
			((instrucao[15:14] == 2'b10) & (instrucao[10:6] == 5'b01011)) |
			(instrucao[15:14] == 2'b00)
		) 	 
			BR_Hab_Escrita = 1'b0;
      end
        default: begin  
			prox_estado = 2'b00;
		end
      endcase
  end
endmodule

===== flow/constraint.sdc =====
current_design Controle

set clk_period 2.1
set clk_io_pct 0.2

create_clock -name clk0 -period $clk_period [get_ports {clock}]

set non_clock_inputs [all_inputs -no_clocks]
set_input_delay [expr $clk_period * $clk_io_pct] -clock clk0 $non_clock_inputs
set_output_delay [expr $clk_period * $clk_io_pct] -clock clk0 [all_outputs]

===== flow/config.mk =====
export PLATFORM = sky130hd
export DESIGN_NAME = Controle
export DESIGN_NICKNAME = Controle
export VERILOG_FILES = /design/flow/design.v
export SDC_FILE = /design/flow/constraint.sdc
export NUM_CORES = 4
export LEC_CHECK = 1
export CORE_AREA = 10 10 106 106
export DIE_AREA = 0 0 116 116

===== flow/run.sh =====
#!/bin/bash
# OpenROAD 26Q1-2900-gdf79404cd8, Yosys 0.63+post, stock flow scripts
make -C /OpenROAD-flow-scripts/flow DESIGN_CONFIG=/design/flow/config.mk WORK_HOME=/design/flow/orfs finish

==> flow_results.xml <==
<?xml version="1.0" encoding="UTF-8"?>
<metrics>
  <group name="routing">
    <metric name="met1Wirelength" unit="mm">2.00</metric>
    <metric name="wl" unit="mm">4.70</metric>
    <metric name="post_drt_via_cell_ratio" unit="">3.85</metric>
    <metric name="count_of_vias_placed_by_the_detailed_router" unit="">1285</metric>
    <metric name="drt_first_iter_violations" unit="">36</metric>
    <metric name="detailroute.wirelength.met2" unit="mm">2.21</metric>
    <metric name="maxUsedRoutingLayer" unit="">met4</metric>
    <metric name="routed_wire_length_on_met3" unit="um">441</metric>
    <metric name="detailedRoute.firstPassIterationCount" unit="">4</metric>
    <metric name="wire_per_inst" unit="um">14.1</metric>
    <metric name="diodes" unit="">0</metric>
    <metric name="antenna_left" unit="">0</metric>
    <metric name="drc_violations_left" unit="">0</metric>
  </group>
  <group name="clock_network">
    <metric name="htreeDepth" unit="">1</metric>
    <metric name="postCtsSetupBuffers" unit="">0</metric>
    <metric name="clk_root_buffer_cell" unit="">sky130_fd_sc_hd__clkbuf_8</metric>
    <metric name="post_cts_hold_buffer_count" unit="">0</metric>
    <metric name="cts_tree" unit="">yes</metric>
    <metric name="worst_setup_hold_path_clk_slew" unit="ns">0.03</metric>
    <metric name="tritoncts.num_buffers" unit="">3</metric>
    <metric name="max-clock-path-buffers" unit="">2</metric>
  </group>
  <group name="cells_and_area">
    <metric name="final-instance-count-excl-fill" unit="">334</metric>
    <metric name="proportion_of_layout_cells_with_a_drive_suffix_above_1" unit="">0.146</metric>
    <metric name="final_layout_top_logic_cells" unit="">sky130_fd_sc_hd__clkdlybuf4s50_1 (60), sky130_fd_sc_hd__dlxtn_1 (39), sky130_fd_sc_hd__dlxtp_1 (11), sky130_fd_sc_hd__buf_4 (10)</metric>
    <metric name="post-route-cell-area" unit="mm2">0.00237</metric>
    <metric name="layout.filler_cells" unit="">939</metric>
    <metric name="synthToLayoutAreaGrowth" unit="%">60.2</metric>
    <metric name="final_common_cell" unit="">sky130_fd_sc_hd__clkdlybuf4s50_1</metric>
    <metric name="final_core_utilization" unit="">0.268</metric>
  </group>
  <group name="logic_synthesis">
    <metric name="ff_type" unit="">sky130_fd_sc_hd__dlxtn_1</metric>
    <metric name="ys.flops" unit="">52</metric>
    <metric name="synthesis.area" unit="mm2">0.00148</metric>
    <metric name="post_synth_num_cell_types" unit="">44</metric>
    <metric name="synthesis.area_per_instance" unit="um2">9.74</metric>
    <metric name="ys.warnings.count" unit="">6</metric>
    <metric name="ys_cells" unit="">152</metric>
    <metric name="post_synthesis_cell_count" unit="">152</metric>
    <metric name="synth_chip_area" unit="mm2">0.00148</metric>
    <metric name="enable_flop_cells" unit="">0</metric>
    <metric name="synth_async_sr_flop_share" unit="">0</metric>
  </group>
  <group name="placement">
    <metric name="placement.cell_area" unit="mm2">0.00232</metric>
    <metric name="routabilityCongestion" unit="">0.818</metric>
    <metric name="dp_hpwl" unit="mm">3.92</metric>
    <metric name="placed_cells" unit="">331</metric>
    <metric name="pre_cts_slack" unit="ns">-0.168</metric>
    <metric name="port_buffers" unit="">67</metric>
  </group>
  <group name="global_route">
    <metric name="first_global_vias" unit="">1291</metric>
    <metric name="grt_overflow" unit="">0</metric>
    <metric name="first_pass_grt_wire_length" unit="mm">7.11</metric>
    <metric name="grt_start_max_net_pins" unit="">15</metric>
    <metric name="groute.usage.overall" unit="">0.0669</metric>
    <metric name="antenna_violations_before_repair" unit="">0</metric>
  </group>
  <group name="final_timing">
    <metric name="final.hold.worst_slack" unit="ns">0.785</metric>
    <metric name="setup_repair_after_global_routing_missed_its_margin" unit="">no</metric>
    <metric name="finalClockPeriodUsage" unit="">0.970</metric>
    <metric name="untimed_endpoints" unit="">93</metric>
    <metric name="hold_viol" unit="">0</metric>
    <metric name="clock.fmax" unit="GHz">0.491</metric>
    <metric name="max_slew_margin" unit="">0.660</metric>
    <metric name="fin_ws" unit="ns">0.0620</metric>
    <metric name="fin_crit" unit="ns">2.04</metric>
    <metric name="unclocked_regs" unit="">50</metric>
    <metric name="report.final.setup_viol" unit="">0</metric>
    <metric name="maxSlewViolCount" unit="">0</metric>
    <metric name="tightest_slew" unit="ns">0.505</metric>
  </group>
  <group name="setup_path">
    <metric name="crit_path_start" unit="">instrucao[8]</metric>
    <metric name="critPathKind" unit="">input port to output pin</metric>
    <metric name="crit_path_end_kind" unit="">output pin</metric>
    <metric name="crit_path_max_fanout" unit="">3</metric>
    <metric name="setup.worst_path.start_class" unit="">input port</metric>
    <metric name="critPathRequiredTime" unit="ns">1.68</metric>
    <metric name="critical_path_arrival" unit="ns">1.62</metric>
  </group>
  <group name="pwr">
    <metric name="worst_ir_drop_vdd" unit="mV">0.0801</metric>
    <metric name="p_comb_frac" unit="">0.432</metric>
    <metric name="power_density" unit="mW/mm2">206</metric>
    <metric name="p_clk_frac" unit="">0.306</metric>
    <metric name="total_leakage_power" unit="nW">1.04</metric>
    <metric name="power.switching_fraction" unit="">0.261</metric>
    <metric name="cell_internal_pwr" unit="W">0.000361</metric>
    <metric name="switchingPower" unit="W">0.000127</metric>
    <metric name="sequential_power_share" unit="">0.262</metric>
  </group>
  <group name="floorplan">
    <metric name="die.size.y" unit="um">116</metric>
    <metric name="floorplan.die_area" unit="mm2">0.0135</metric>
    <metric name="design.portCount" unit="">68</metric>
    <metric name="die_w" unit="um">116</metric>
    <metric name="fp-utilization" unit="">0.167</metric>
    <metric name="core_region_area" unit="mm2">0.00885</metric>
    <metric name="core.rowCount" unit="">34</metric>
  </group>
  <group name="run_status">
    <metric name="status" unit="">finished, final reports clean</metric>
  </group>
  <group name="job">
    <metric name="log.warning_count" unit="">30</metric>
    <metric name="drv_cap" unit="">0</metric>
  </group>
  <group name="hold_path">
    <metric name="hold-path-cell-count" unit="">2</metric>
    <metric name="hp-class" unit="">input port to register</metric>
    <metric name="hold_path_startpoint" unit="">reset</metric>
  </group>
</metrics>
-- sequential cells by signal (all words and copies together) (netlist names), 3 cells and up --
register / cells
BR_Sel_E_SA: 3
condicaoJump: 4
EXconstante: 12
BR_Sel_SB: 3
ULA_OP: 8
auxULA_OP: 5
EXcontrole: 3
-- cells in the mapped netlist, types with 4 or more instances --
master / number / area share
sky130_fd_sc_hd__ha_1: 6 / 0.051
sky130_fd_sc_hd__nand2_1: 7 / 0.018
sky130_fd_sc_hd__buf_4: 4 / 0.020
sky130_fd_sc_hd__dlxtn_1: 39 / 0.40
sky130_fd_sc_hd__inv_1: 7 / 0.018
sky130_fd_sc_hd__nor2b_1: 8 / 0.034
sky130_fd_sc_hd__nand2b_1: 4 / 0.017
sky130_fd_sc_hd__nor2_1: 6 / 0.015
sky130_fd_sc_hd__dlxtp_1: 11 / 0.11
sky130_fd_sc_hd__o21ai_0: 7 / 0.024
sky130_fd_sc_hd__a21oi_1: 4 / 0.014
-- worst paths after layout --
kind  slack, ns              endpoint
min        0.78  estado[0]$_SDFF_PP0_
max        0.06       atualizaFlag[0]
-- cells by family (layout without fill, tap and decap cells) --
kind of cell | Yosys count | count (layout) | share of synthesized area
flip-flops | 2 | 2 | 0.0271
other | 1 | 1 | 0.00253
AND-OR/OR-AND | 27 | 27 | 0.129
buffers and inverters | 14 | 88 | 0.0465
multiplexers | 3 | 3 | 0.0228
AND/OR/NAND/NOR | 49 | 49 | 0.214
latches | 50 | 50 | 0.507
adder cells (fa/ha/maj) | 6 | 6 | 0.0507
-- area by class of cell --
cell class                      count  area (um2)  area share
Timing Repair Buffer               77         737       0.311
Sequential cell                    52         792       0.334
Clock buffer                        3        41.3      0.0174
Inverter                            8        30.0      0.0127
Tap cell                          108         135      0.0570
Multi-Input combinational cell     86         636       0.268
-- routing by layer --
layer  up-vias  GRT usage
li1        656          -
met4         0    0.00667
met2        44      0.116
met5         -          0
met1       579     0.0814
met3         6     0.0235
-- power groups by stage --
stage | combinational (W) | sequential (W) | clock, W
after CTS | 0.000214 | 0.000128 | 0.000155
after global routing | 0.000233 | 0.000132 | 0.000160
final | 0.000211 | 0.000128 | 0.000150
-- critical path: stages --
cell and delay [ns]:
sky130_fd_sc_hd__dlygate4sd2_1 0.24, sky130_fd_sc_hd__nand4bb_4 0.22, sky130_fd_sc_hd__and3_4 0.20, sky130_fd_sc_hd__nand2b_1 0.06, sky130_fd_sc_hd__clkdlybuf4s50_1 0.48
-- metrics by stage --
step           setup TNS [ns]  power [W]
2_1_floorplan               0   0.000207
3_3_place_gp           -0.504   0.000343
3_5_place_dp           -0.597   0.000344
5_1_grt                     0   0.000524
4_1_cts                     0   0.000497
6_report                    0   0.000489
-- repair_timing --
| item | in CTS | in global routing |
|---|---|---|
| gates resized | 11 | 1 |
| pin swaps | 1 | 0 |
| endpoints found under the setup margin | 5 | 2 |
Power figures rest on the tool's default switching activity, not on a simulated workload.
